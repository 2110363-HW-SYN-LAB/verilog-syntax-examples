<file path="design/flow/design.v">
module half_adder_4 (
    input  wire [3:0] a,
    input  wire [3:0] b,
    output wire [3:0] s,
    output wire       cout
);
    assign {cout, s} = a + b;
endmodule
</file>
<file path="design/flow/run.sh">
#!/bin/bash
# OpenROAD 26Q1-2900-gdf79404cd8, Yosys 0.63+post, stock flow scripts
make -C /OpenROAD-flow-scripts/flow DESIGN_CONFIG=/design/flow/config.mk WORK_HOME=/design/flow/orfs finish
</file>
<file path="design/flow/config.mk">
export PLATFORM = sky130hd
export DESIGN_NAME = half_adder_4
export DESIGN_NICKNAME = half_adder_4
export VERILOG_FILES = /design/flow/design.v
export SDC_FILE = /design/flow/constraint.sdc
export NUM_CORES = 4
export LEC_CHECK = 1
export CORE_AREA = 10 10 70 70
export DIE_AREA = 0 0 80 80
</file>
<file path="design/flow/constraint.sdc">
current_design half_adder_4

set clk_period 2.4
set clk_io_pct 0.2

create_clock -name clk0 -period $clk_period

set non_clock_inputs [all_inputs -no_clocks]
set_input_delay [expr $clk_period * $clk_io_pct] -clock clk0 $non_clock_inputs
set_output_delay [expr $clk_period * $clk_io_pct] -clock clk0 [all_outputs]
</file>
==> notes.md <==
Implementation results. The flow reports an fmax of 436 MHz. Final critical-path share of the clock period landed at 95.6%. At the worst endpoint, the arrival time is 1.81 ns. Dividing total power by cell area gives a power density of 173 nW/um^2. Die width landed at 80 um. Initial antenna violation count landed at 0. Setup repair after global routing left no endpoint under its margin. Per the STA report, the cell with the highest stage delay on the worst path is sky130_fd_sc_hd__clkdlybuf4s50_1. The clock period could shrink to 2.29 ns. Synthesis warning total landed at 0.

Per the post-place timing report, worst setup slack is -0.420 ns. Headroom to the max-slew limit landed at 91.2%. The logs give a warning total of 33. The routed layout has 158 vias. Switching part of the total power landed at 30.8%. Part of the power in registers landed at 0%. Die height landed at 80 um. The final max-slew violation count recorded for this run is 0. The final report gives the standard cell area, fillers excluded, as 372 um^2. Register area landed at 0 um^2.

The min-delay analysis places its worst path in the category input port to output pin. Looking at the max-slew report, the worst-margin pin has a slew of 0.132 ns. Total standard cell area after synthesis landed at 136 um^2. Wire length of the first global-routing pass landed at 765 um.

Detailed-route iteration 0 reported a violation count of 0. Internal portion of total power landed at 0.0000444 W. Once the floorplan was initialized, standard cells occupied 3.99% of the core. Half-perimeter wire length after detailed placement landed at 474 um. The chip occupies 6400 um^2.

The run finished with clean final reports. Final hold violation count landed at 0. Endpoint required time on the critical path landed at 1.92 ns. For this run, the chip area from Yosys synthesis comes to 136 um^2. STA classifies the critical path endpoint as an output pin. Clock network fraction of design power landed at 0%. The count of cells in the finished layout, fillers not included, comes to 77. By area the synthesized netlist is led by sky130_fd_sc_hd__ha_1 (37%), sky130_fd_sc_hd__fa_1 (15%), sky130_fd_sc_hd__xnor2_1 (13%). In this run the count of I/O pins placed on the die edge is 13. Sequential cells were found to cover 0% of the synthesized design area. Tally of nets with antenna violations remaining after routing landed at 0. Number of clock buffers in the layout landed at 0.

Per the detail_route report, vias per standard cell equal 2.05. Total antenna diodes in the routed design landed at 0. Number of buffer cells added on primary ports landed at 13. Total leakage power landed at 0.174 nW.

Of the cells placed in the final design, the portion with a size suffix greater than 1 is 29.0%. The timing report attributes the biggest portion of critical-path delay to buffers and inverters. Per the GRT congestion report, total overflow comes to 0. After clock tree synthesis, the flow added hold-fix buffers numbering 0.

Leaving out fill and tap cells, the most frequent cells in the layout are sky130_fd_sc_hd__dlygate4sd2_1 (4), sky130_fd_sc_hd__clkdlybuf4s50_1 (4), sky130_fd_sc_hd__inv_1 (3), sky130_fd_sc_hd__dlymetal6s2s_1 (3). Portion of synthesized cell area occupied by the leading cell type landed at 36.7%. Unique cell type count in the Yosys netlist landed at 9.

For this run, the detailed router's first-pass iteration total came to 1. The via count of the first global-routing pass was 155. The congestion estimate from routability-driven global placement came to 0.753.

Setup violation total in the final timing report landed at 0. Along the critical path, the tally of buffer and inverter instances is 4. Count of unresolved DRC violations after routing landed at 0.

Total wirelength of the detailed-routed design landed at 539 um. The floorplan step defined a core boundary enclosing 3420 um^2. Power consumption landed at 0.0000641 W. Setup slack on the critical path of the routed design comes to 0.106 ns. According to the cell report, flip-flops and latches in the layout number 0. Maximum number of pins on one net before global-route repair landed at 4. Layout-stage area growth over the synthesis result landed at 172%. The synthesized design spends more area on one cell type than any other, namely sky130_fd_sc_hd__ha_1. In this run the maximum-capacitance check reported violations numbering 0. Total placed instance area landed at 324 um^2. Number of filler instances in the final layout landed at 396. In this run the power spent charging and discharging nets is 0.0000197 W.

For this run, the slowest stage of the critical path takes 0.45 ns. Looking at the setup timing report, the critical path kind is input port to output pin. Post-detailed-route wirelength per cell landed at 7.00 um. The cell sequence reported for the critical path is clkdlybuf4s15_2, ha_4, inv_2, fa_2, inv_1, clkdlybuf4s50_1. Counting every instance in the synthesized netlist gives 16. For this design, Yosys synthesis ends with a cell count of 16. Mean instance size in the synthesized netlist landed at 8.52 um^2. Row count landed at 21. Combinational share of power landed at 100.0%. The detailed placer reported the number of placed instances as 75. Global-route usage over all layers landed at 1.50%. The worst setup path is launched from an input port. The analysis reports a worst IR drop on VDD of 0.0259 mV. Top fanout value on the critical path landed at 2.

Worst hold slack landed at 1.43 ns.
kinds of logic after synthesis:
kind of cell / share of synthesized area, %
adders and majority gates: 51.4
buffers and inverters: 11.0
AOI/OAI and AO/OA: 15.6
xor gates and xnor gates: 12.8
and+or+nand+nor: 9.18
metal layers:
| metal | wire length (um) | global-route usage, % | vias up |
|---|---|---|---|
| met5 | 0 | 0 | - |
| met4 | 0 | 0 | 0 |
| met3 | 98 | 1.02 | 0 |
| met2 | 164 | 2.01 | 11 |
| met1 | 276 | 2.05 | 66 |
| li1 | - | - | 81 |
layout make-up:
| class | count | area, um^2 | area share (%) |
|---|---|---|---|
| inverter | 4 | 15.0 | 4.04 |
| multi-input combinational | 12 | 149 | 40.1 |
| tap | 46 | 57.6 | 15.5 |
| timing repair buffer | 15 | 150 | 40.4 |
power groups by stage:
stage,Combinational (W),Sequential [W],Clock [W]
final,0.0000641,0,0
after global routing,0.0000737,0,0
after CTS,0.0000633,0,0
cell usage after synthesis (all sizes together):
library cell	number
o21ai	1
nor2b	1
xnor2	2
a21oi	1
inv	4
a21o	1
fa	1
ha	4
nand2b	1
stage by stage:
| step | utilization [%] | setup TNS, ns |
|---|---|---|
| 3_5_place_dp | 9.49 | -1.21 |
| 5_1_grt | 10.9 | 0 |
| 2_1_floorplan | - | 0 |
| 6_report | 10.9 | 0 |
| 4_1_cts | 10.2 | -0.0226 |
| 3_3_place_gp | 9.49 | -1.23 |
final timing paths:
path	cells after the start	start	to
worst max-delay path	6	a[0]	s[1]
worst min-delay path	5	a[2]	cout
timing repair:
action	in CTS	in global routing
pin swaps	6	4
buffers inserted	0	2
endpoints found under the setup margin	4	1
gates cloned	0	0
resized	16	3
No activity file was given, so power comes from the tool's default toggle rates.
